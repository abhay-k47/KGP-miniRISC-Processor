`flow/design.v`:
```
`timescale 1ns / 1ps
module ALU (
    input signed [31:0] a, 
    input signed [31:0] b, 
    input ALUsel, 
    input [4:0] ALUop, 
	 output reg [31:0] result,
    output reg carry, 
    output reg zero, 
    output reg sign
);
    wire cy;
    wire [31:0] notOut, adderOut, andOut, xorOut, diffOut, shifterOut, mux_1Out, mux_2Out;
	 assign notOut = ~b;
    assign andOut = mux_1Out & mux_2Out;
    assign xorOut = mux_1Out ^ mux_2Out;
    mux_32b_2_1 MUX_1 (.in0(a), .in1(32'd1), .sel(ALUsel), .out(mux_1Out));
    mux_32b_2_1 MUX_2 (.in0(b), .in1(notOut), .sel(ALUsel), .out(mux_2Out));
    adder_32_bit ADDER (.a(mux_1Out), .b(mux_2Out), .c_in(1'b0), .c_out(cy), .sum(adderOut));
    shifter SHIFTER (.in(mux_1Out), .shamt(mux_2Out), .dir(ALUop[1]), .out(shifterOut), .aorl(ALUop[0]));
	 Diff DIFF(.a(mux_1Out), .b(mux_2Out), .out(diffOut));
    always @(*) 
	 begin
        if (ALUop == 5'b00000) 
		  begin
            result = mux_1Out;
        end 
		  else if (ALUop == 5'b00001) 
		  begin
            carry = cy;
            result = adderOut;
        end 
		  else if (ALUop == 5'b00101) 
		  begin
            result = adderOut;
        end 
		  else if (ALUop == 5'b10101) 
		  begin
            result = adderOut;
        end 
		  else if (ALUop == 5'b00010) 
		  begin
            result = andOut;
        end 
		  else if (ALUop == 5'b00011) 
		  begin
            result = xorOut;
		  end 
		  else if (ALUop == 5'b00100) 
		  begin
				result = diffOut;
        end 
		  else if (ALUop[4:2] == 3'b010) 
		  begin
            result = shifterOut;
		  end 
		  else 
		  begin
            result = 32'd0;
        end
    end
    always @(result)
	 begin
		  sign = result[31];
        if (!result)
		  begin
            zero = 1'b1;
        end
		  else 
		  begin
            zero = 1'b0;
        end
    end
endmodule
`timescale 1ns / 1ps
module Decoder(
    input [31:0] in,
    output reg [31:0] out
    );
	always@(*)begin
		case(in)
			32'b00000000000000000000000000000001: out <= {{27{1'b0}},5'd0};
			32'b00000000000000000000000000000010: out <= {{27{1'b0}},5'd1};
			32'b00000000000000000000000000000100: out <= {{27{1'b0}},5'd2};
			32'b00000000000000000000000000001000: out <= {{27{1'b0}},5'd3};
			32'b00000000000000000000000000010000: out <= {{27{1'b0}},5'd4};
			32'b00000000000000000000000000100000: out <= {{27{1'b0}},5'd5};
			32'b00000000000000000000000001000000: out <= {{27{1'b0}},5'd6};
			32'b00000000000000000000000010000000: out <= {{27{1'b0}},5'd7};
			32'b00000000000000000000000100000000: out <= {{27{1'b0}},5'd8};
			32'b00000000000000000000001000000000: out <= {{27{1'b0}},5'd9};
			32'b00000000000000000000010000000000: out <= {{27{1'b0}},5'd10};
			32'b00000000000000000000100000000000: out <= {{27{1'b0}},5'd11};
			32'b00000000000000000001000000000000: out <= {{27{1'b0}},5'd12};
			32'b00000000000000000010000000000000: out <= {{27{1'b0}},5'd13};
			32'b00000000000000000100000000000000: out <= {{27{1'b0}},5'd14};
			32'b00000000000000001000000000000000: out <= {{27{1'b0}},5'd15};
			32'b00000000000000010000000000000000: out <= {{27{1'b0}},5'd16};
			32'b00000000000000100000000000000000: out <= {{27{1'b0}},5'd17};
			32'b00000000000001000000000000000000: out <= {{27{1'b0}},5'd18};
			32'b00000000000010000000000000000000: out <= {{27{1'b0}},5'd19};
			32'b00000000000100000000000000000000: out <= {{27{1'b0}},5'd20};
			32'b00000000001000000000000000000000: out <= {{27{1'b0}},5'd21};
			32'b00000000010000000000000000000000: out <= {{27{1'b0}},5'd22};
			32'b00000000100000000000000000000000: out <= {{27{1'b0}},5'd23};
			32'b00000001000000000000000000000000: out <= {{27{1'b0}},5'd24};
			32'b00000010000000000000000000000000: out <= {{27{1'b0}},5'd25};
			32'b00000100000000000000000000000000: out <= {{27{1'b0}},5'd26};
			32'b00001000000000000000000000000000: out <= {{27{1'b0}},5'd27};
			32'b00010000000000000000000000000000: out <= {{27{1'b0}},5'd28};
			32'b00100000000000000000000000000000: out <= {{27{1'b0}},5'd29};
			32'b01000000000000000000000000000000: out <= {{27{1'b0}},5'd30};
			32'b10000000000000000000000000000000: out <= {{27{1'b0}},5'd31};
			default: out <= {32{1'b1}};
		endcase
	end
endmodule
`timescale 1ns / 1ps
module Diff(
    input [31:0] a,
    input [31:0] b,
    output [31:0] out
    );
	 wire [31:0] c, d, in;
	 assign c = a^b;
	 assign in = c&d;
	 adder_32_bit NOT(.a(32'd0), .b(~c), .c_in(1'b1), .sum(d), .c_out());
	 Decoder D(.in(in), .out(out));
endmodule
`timescale 1ns / 1ps
module adder_32_bit (
    input [31:0] a,
    input [31:0] b,
    input c_in,
    output [31:0] sum,
    output c_out
);
    wire c;           
    cla_16_bit cla0 (.a(a[15:0]), .b(b[15:0]), .c_in(c_in), .s(sum[15:0]), .c_out(c), .p(), .g());
    cla_16_bit cla1 (.a(a[31:16]), .b(b[31:16]), .c_in(c), .s(sum[31:16]), .c_out(c_out), .p(), .g());
endmodule
`timescale 1ns / 1ps
module cla_16_bit(
    input [15:0] a,
    input [15:0] b,
    input c_in,
    output [15:0] s,
    output c_out,
    output p,
    output g
);
wire [3:0] P,G,C;
cla_4_bit cla0(.a(a[3:0]), .b(b[3:0]), .c_in(c_in), .s(s[3:0]), .p(P[0]), .g(G[0]));
cla_4_bit cla1(.a(a[7:4]), .b(b[7:4]), .c_in(C[1]), .s(s[7:4]), .p(P[1]), .g(G[1]));
cla_4_bit cla2(.a(a[11:8]), .b(b[11:8]), .c_in(C[2]), .s(s[11:8]), .p(P[2]), .g(G[2]));
cla_4_bit cla3(.a(a[15:12]), .b(b[15:12]), .c_in(C[3]), .s(s[15:12]), .p(P[3]), .g(G[3]));
lookahead_carry_unit lcu(.P(P), .G(G), .c_in(c_in), .carry(C), .c_out(c_out), .P_out(p), .G_out(g));
endmodule
`timescale 1ns / 1ps
module cla_4_bit(
    input [3:0] a,		 
    input [3:0] b,
    input c_in,			 
	 output [3:0] s,		 
    output p,
    output g
);
	wire [3:0] P, G, C;
	assign P = a ^ b;
	assign G = a & b;
	assign C[0] = c_in;
	assign C[1] = G[0] | (P[0] & C[0]);
	assign C[2] = G[1] | (P[1] & G[0]) | (P[1] & P[0] & C[0]);
	assign C[3] = G[2] | (P[2] & G[1]) | (P[2] & P[1] & G[0]) | (P[2] & P[1] & P[0] & C[0]);
	assign s = P ^ C;
	assign p = P[0] & P[1] & P[2] & P[3];
	assign g = G[3] | (P[3] & G[2]) | (P[3] & P[2] & G[1]) | (P[3] & P[2] & P[1] & G[0]);
endmodule
`timescale 1ns / 1ps
module lookahead_carry_unit(
    input [3:0] P,
    input [3:0] G,
	 input c_in,
    output [3:0] carry,
	 output c_out,
    output P_out,
    output G_out
);
	assign carry[0] = c_in;
	assign carry[1] = G[0] | (P[0] & carry[0]);
	assign carry[2] = G[1] | (P[1] & G[0]) | (P[1] & P[0] & carry[0]);
	assign carry[3] = G[2] | (P[2] & G[1]) | (P[2] & P[1] & G[0]) | (P[2] & P[1] & P[0] & carry[0]);
	assign c_out = G[3] | (P[3] & G[2]) | (P[3] & P[2] & G[1]) | (P[3] & P[2] & P[1] & G[0]) | (P[3] & P[2] & P[1] & P[0] & carry[0]);
	assign P_out = P[0] & P[1] & P[2] & P[3];
	assign G_out = G[3] | (P[3] & G[2]) | (P[3] & P[2] & G[1]) | (P[3] & P[2] & P[1] & G[0]);
endmodule
`timescale 1ns / 1ps
module mux_32b_2_1 (
    input [31:0] in0, 
    input [31:0] in1, 
    input sel, 
    output [31:0] out
);
    assign out = (sel) ? in1 : in0;
endmodule
`timescale 1ns / 1ps
module shifter(
    input signed [31:0] in, 
    input [31:0] shamt, 
    input dir, 
    input aorl,
    output reg [31:0] out
);
    always @(*) begin
        if (aorl) begin
            if (!dir) begin
                out = in >>> shamt;      
            end else begin
                out = in;
            end
        end else begin
            if (!dir) begin
                out = in >> shamt;       
            end else begin
                out = in << shamt;       
            end
        end
    end
endmodule
```
`flow/run.sh`:
```
#!/bin/bash
# OpenROAD 26Q1-2900-gdf79404cd8, Yosys 0.63+post, stock flow scripts
make -C /OpenROAD-flow-scripts/flow DESIGN_CONFIG=/design/flow/config.mk WORK_HOME=/design/flow/orfs finish
```
`flow/constraint.sdc`:
```
current_design ALU

set clk_period 19.9
set clk_io_pct 0.2

create_clock -name clk0 -period $clk_period

set non_clock_inputs [all_inputs -no_clocks]
set_input_delay [expr $clk_period * $clk_io_pct] -clock clk0 $non_clock_inputs
set_output_delay [expr $clk_period * $clk_io_pct] -clock clk0 [all_outputs]
```
`flow/config.mk`:
```
export PLATFORM = sky130hd
export DESIGN_NAME = ALU
export DESIGN_NICKNAME = ALU
export VERILOG_FILES = /design/flow/design.v
export SDC_FILE = /design/flow/constraint.sdc
export NUM_CORES = 4
export LEC_CHECK = 1
export CORE_UTILIZATION = 30
```
==> results.cfg <==
; implementation run metrics
[floorplanning]
fp.dieW_um = 188
core_area_sq_mm = 0.0338
ios = 105
die-area_sq_mm = 0.0354
num_rows = 67
core_util_floorplan_pct = 30.8
die_y_um = 188

[clocking]
post_cts_buffers = 0
cts.hold.buffers_added = 0
cts_resized = 0

[power]
p_sw_share_pct = 66.3
combPwrFrac_pct = 99.9
powerDensity_mw_per_mm2 = 33.2
seqPwrFrac_pct = 0.1
power.internal_mw = 0.134
peakVddDrop_uv = 20.1
clockPowerShare_pct = 0
p_switching_mw = 0.265
leakagePower_nw = 4.46
power_mw = 0.399

[timing]
fin_crit_sh_pct = 76.8
holdWs_ns = 9.15
hold_violations = 0
setup-tns-final_ns = 0
fmax_ghz = 0.0655
rsz0062_at_grt = no
setup_viol = 0
slew_viol_final = 0
max_slew.worst_pin.slew_ns = 1.06
min_period_ns = 15.27
relSlewSlack_pct = 29.2
unclocked_pins = 1
untimed_endpoints = 2

[detailed_routing]
routed-via-count = 14800
routed_via_density = 7.21
drc = 0
routed_wl_um = 78600
dr.pass1.iters = 9
ant_nets = 0
drtIter0Drc = 2082
wl_per_cell_um = 38.2

[finish]
area_growth_pct = 15.7
n_fill_cell = 3693
postLayoutCoreUtil_pct = 35.6
drive_gt1_share_pct = 11.4
fin_area_sq_mm = 0.0120
mostFrequentLayoutCells = nand2_1, nor2_1, a21oi_1
largest_reg_flops = 1
lay_top_count = nand2_1

[critical_path]
cp.arrival_ns = 11.29
worstSetupPathType = in2out
critPathCaptureType = primary output
worstPathMaxFanout = 16
critPathRequiredTime_ns = 15.92
crit_path_start_kind = primary input

[logic_synthesis]
area_leaders = mux2i_1, a21oi_1, nand2_1
ys_ff = 1
synthesis.area_sq_mm = 0.0104
ys_cells = 1573
syn_area_per_cell_sq_um = 6.61
ff_type = dlxtn_1
syn_inst = 1573
synth-edff-count = 0
async_flop_share_pct = 0
ys_warn_count = 3
ys_area_sq_mm = 0.0104
top_area_cell = mux2i_1
synthDistinctLibCells = 90
synth.top_cell.area_share_pct = 9.05

[grt]
grt_overflow = 0
track_usage_pct = 44.3
grt_pass1_vias = 13800
grt_pass1_wl_um = 109000
grt_start_max_net_pins = 105
antenna_found_initial = 3

[job]
cap_viol_max_count = 0
tool_warnings = 35

[placement]
dp_hpwl_um = 60600
placed_area_sq_mm = 0.0120
gp_congestion = 1.04
io_buffers = 105

[status]
outcome = complete, no violations

[worst_hold_path]
worstHoldPathType = in2out
==> critical path, cell delays in order <==
cell,delay (ns)
clkdlybuf4s50_1,0.85
xnor2_1,0.18
buf_4,0.24
clkinv_1,0.30
ha_1,0.52
a21oi_1,0.34
o2bb2ai_1,0.13
or4_1,0.55
a211oi_1,0.51
o21bai_1,0.24
fa_1,0.53
xor2_1,0.19
a221oi_1,0.31
a31oi_1,0.07
nor3_1,0.24
o2111ai_1,0.15
or4_1,0.51
nor4_1,0.29
nand4_1,0.30
nor4b_2,0.35
clkdlybuf4s50_1,0.49
==> routing by layer <==
layer	track usage (%)	up-vias	share of wire [%]
met5	1.65	-	0.081
met4	15.6	2	4.9
met3	13.6	215	13
met2	62.5	1182	40
met1	63.3	7252	42
li1	-	6198	-
==> final cells by class <==
| type | instances | area [sq um] | share of cell area [%] |
|---|---|---|---|
| multi-input combinational | 1380 | 9620 | 80.0 |
| antenna | 3 | 7.51 | 0.0624 |
| inverter | 37 | 139 | 1.15 |
| sequential | 1 | 15.0 | 0.125 |
| timing repair buffer | 190 | 1680 | 14.0 |
| tap | 448 | 561 | 4.66 |
==> through the flow <==
step	setup WS, ns	cells
2_1_floorplan	5.63	1573
3_3_place_gp	5.12	2056
3_5_place_dp	4.93	2056
4_1_cts	4.92	2056
5_1_grt	4.31	2056
6_report	4.63	2059
==> cells in the mapped netlist (all sizes together) (20+ instances only) <==
cell and count:
nand3 37, ha 32, nor4 23, buf 50, xor2 34, inv 33, nor2b 42, o21ai 106
mux2i 95, o22ai 31, nor3 55, nand2 140, a221oi 20, o221ai 27, a31oi 24, mux4 21
mux2 30, nand4 23, nor2 134, clkbuf 105, a211oi 28, nand2b 21, a21oi 118
==> power by group through the flow <==
stage	sequential, mW	combinational (mW)	clock [mW]
6_report	0.000419	0.399	0.00000000262
5_1_grt	0.000434	0.412	0
4_1_cts	0.000430	0.380	0
==> final timing paths <==
path / start / cells past startpoint / endpoint
worst max-delay path: b[5] / 21 / zero
worst min-delay path: ALUop[0] / 5 / result[27]
==> logic make-up after synthesis <==
kind of cell    count (synthesis)  share of synthesized area [%]
simple gates                  566                           27.3
buf+inv                       192                           7.38
compound gates                580                           38.7
mux                           146                           17.1
latches                         1                          0.144
fa+ha+maj                      40                           5.39
xor+xnor                       48                           4.04
Power and IR drop assume default switching activity.
