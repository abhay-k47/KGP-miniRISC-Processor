<file path="/design/flow/design.v">
`timescale 1ns / 1ps
module branch_unit (
    input [31:0] nextPC,
    input [25:0] label0,
    input [15:0] label1,
    input [31:0] rsAddr,
    input lblSel,
    input branchAddrSel,
    input isBranch,
    input validJump,
    output [31:0] nextAddr
);
    wire [31:0] extendLabel0, extendLabel1;
    wire [31:0] M1out, M2out;
    wire isJump;
    assign extendLabel0 = {{6{label0[25]}}, label0};
    assign extendLabel1 = {{16{label1[15]}}, label1};
    and AND1 (isJump, isBranch, validJump);
    mux_32b_2_1 MUX_1 (.in0(extendLabel0), .in1(extendLabel1), .sel(lblSel), .out(M1out));
    mux_32b_2_1 MUX_2 (.in0(M1out), .in1(rsAddr), .sel(branchAddrSel), .out(M2out));
    mux_32b_2_1 MUX_3 (.in0(nextPC), .in1(M2out), .sel(isJump), .out(nextAddr));
endmodule
`timescale 1ns / 1ps
module mux_32b_2_1 (
    input [31:0] in0, 
    input [31:0] in1, 
    input sel, 
    output [31:0] out
);
    assign out = (sel) ? in1 : in0;
endmodule
</file>
<file path="/design/flow/config.mk">
export PLATFORM = sky130hd
export DESIGN_NAME = branch_unit
export DESIGN_NICKNAME = branch_unit
export VERILOG_FILES = /design/flow/design.v
export SDC_FILE = /design/flow/constraint.sdc
export NUM_CORES = 4
export LEC_CHECK = 1
export CORE_AREA = 10 10 89 89
export DIE_AREA = 0 0 99 99
</file>
<file path="/design/flow/constraint.sdc">
current_design branch_unit

set clk_period 5.0
set clk_io_pct 0.2

create_clock -name clk0 -period $clk_period

set non_clock_inputs [all_inputs -no_clocks]
set_input_delay [expr $clk_period * $clk_io_pct] -clock clk0 $non_clock_inputs
set_output_delay [expr $clk_period * $clk_io_pct] -clock clk0 [all_outputs]
</file>
<file path="/design/flow/run.sh">
#!/bin/bash
# OpenROAD 26Q1-2900-gdf79404cd8, Yosys 0.63+post, stock flow scripts
make -C /OpenROAD-flow-scripts/flow DESIGN_CONFIG=/design/flow/config.mk WORK_HOME=/design/flow/orfs finish
</file>
==> run notes <==
Update from the flow run.

For reference, the critical path cell chain is clkdlybuf4s50_1 > mux2i_1 > or2_0 > nand3_1 > clkdlybuf4s50_1. The first global-routing pass estimated 8.756 mm of wire. The largest single stage delay on the critical path is 0.95 ns. The layout cell share with drive strength beyond 1 is 2.198%. The placement report lists the number of port buffers as 142. For this run, the final setup violation count is recorded as 0. The max capacitance violation total is 0. Measured along the x axis, the die boundary spans 99 um.

The slowest stage of the critical path is the clkdlybuf4s50_1 cell. For the pin with the worst max-slew slack, the measured transition is 0.7440 ns. OpenROAD reports that the post-layout worst path occupies 82.92% of the period.

The sequential element share of the synthesized area is 0%. The count of unresolved DRC violations after routing is 0. The cell type with the largest total area is mux2i_1. The synthesized chip area reported by yosys is 893.4 um^2.

Counting instances in the post-synthesis netlist gives the leading cell types as nand3_1 (29), nand2_1 (23), mux2i_1 (16), o211ai_1 (15). Total global-route track usage over all layers is 10.72%. The placed instances occupy a cell area of 0.002341 mm^2. The worst supply voltage drop on vdd is 0.04808 mV. The fraction of power spent switching nets is 28.08%. The shortest period the worst path allows is 4.146 ns.

Among the stages of the critical path, the cell type that occurs most often is clkdlybuf4s50_1. During I/O placement, the number of pins put on the boundary was 142. For reference, the final report shows the max-slew violation count at 0. The synthesized area divided by synthesized cell count is 6.291 um^2.

Checking hold timing, the worst path is listed with class input port to primary output. The unique cell type count in the Yosys netlist is 18. Detailed-route iteration 0 reported a violation count of 23.

Together, buffers and inverters on the worst path number 2. The analysis attributes to cell leakage a power of 0.8906 nW. The via density per instance is 4.471. Sorting the synthesized cells by area gives the leading types as mux2i_1 (18%), nand3_1 (16%), o211ai_1 (13%), nand2_1 (9.7%), a211oi_1 (8.4%). The largest delay contributor family on the critical path is buffers and inverters.

The number of gates given a new drive strength after cts is 0. Before placement the cells fill 14.91% of the core. The synthesized netlist occupies a cell area of 893.4 um^2. The combinational power share is 100.0%. The power density over the cells is 80.99 mW/mm^2.

The wire length recorded after detailed routing is 5.795 mm. Buffers added to address setup during post-CTS repair amount to 0. For this sky-water flow run, the detailed-routed wirelength per cell is reported as 16.65 um. The final estimated routing congestion in global placement is 0.8256.

The top layer used by detailed routing is met4. The area fraction of the largest cell type after synthesis is 17.93%. The routed layout has 1,556 vias.

The post-synthesis cell count from yosys is 142. Hold is met by 2.923 ns. The final layout report lists a filler cell count of 612. The met2 wire length is 2.331 mm.

The kind of capture point of the worst setup path is a primary output. The clock network is responsible for 0% of the overall power. Looking at the gate-level netlist, the highest instance count belongs to nand3_1. The logs give a warning total of 32. The wire length on met3 is 894 um. The required time of the critical path is 4.00 ns. The placed wire-length estimate is 4.667 mm.

The category of the most critical setup path is input port to primary output. Per the layout area report, the combinational gate area comes to 795.8 um^2. The final power report lists total power as 0.1896 mW. The total overflow left after global routing is 0. In this run the remaining antenna-violating nets after routing total 0.

Sequential cells placed in the final layout were counted as 0. The number of hold buffers added after CTS was 0. Setup repair after global routing left no endpoint under its margin. The maximum fanout along the worst path is 18. The met1 layer wirelength in the final routing is 2.512 mm.

The count of synthesis-stage warnings from yosys is 0. The OpenROAD report gives the critical path a data arrival time of 3.15 ns. Entering global routing, the biggest net connects 33 pins. The run finished with clean final reports. The placement row count is 28. The cell-internal power is 0.1364 mW.

Endpoints failing hold in the final report were tallied at 0. The fmax is 241.2 MHz. Measured along the y axis, the die boundary spans 99 um.

For the completed layout, the total cell area is recorded as 0.002341 mm^2. The chip area is 0.009801 mm^2. The switching power is 0.05323 mW. The number of antenna violations at the first check in global routing is 0. After technology mapping, the gate count stands at 142. The number of global-route vias before repair is 1,718.

The routed design ends up with an antenna cell count of 0. Summing all flip-flop and latch instances after layout gives 0 um^2. The pre-antenna-repair detailed-routing pass consisted of 4 iterations.

The sum of negative setup slack is 0 ns. The max-slew headroom at the worst pin is 50.25%. The area growth from synthesis to layout is 162.0%. The number of clock buffers in the layout is 0.

The final design utilization is 39.08%. The share of total power in sequential cells is 0%. The region available for standard cell placement spans 0.005991 mm^2. The worst setup path is launched from an input port.
per-stage QoR:
stage                     worst slack, ns  instances
after global routing               0.6654        348
after detailed placement           0.8197        348
final                              0.8541        348
after global placement             0.8488        348
after CTS                          0.7880        348
after floorplan                     2.388        142
final cells by class:
class                           instances  share of cell area, %
Tap cell                               75                  4.009
Timing Repair Buffer                  146                  62.00
Multi-Input combinational cell        127                  33.99
kinds of logic (layout without fill, tap and decap cells):
group                  count (synthesis)  in the layout  synth area share [%]
AOI/OAI and AO/OA                     26             26                 21.99
buffers and inverters                 15            146                 10.92
and+or+nand+nor                       85             85                 49.16
muxes                                 16             16                 17.93
layout by cell type (no fill, tap or decap), drive strengths merged:
master,n
and2,1
o211ai,15
nor3b,10
or2,1
nand2b,10
nand3b,1
nand2,23
buf,4
nand3,29
mux2i,16
clkdlybuf4s50,142
a211oi,10
nor2,10
a21oi,1
layer usage:
layer,vias up,global-route usage [%]
li1,782,-
met1,671,13.16
met2,101,16.88
met3,2,5.708
met4,0,0.8820
met5,-,0
power groups by stage:
stage	sequential [mW]	clock [mW]	combinational, mW
CTS	0	0	0.193
finish	0	0	0.190
global route	0	0	0.206
path summary, 6_finish.rpt:
| check | from | to | slack (ns) | cells past startpoint |
|---|---|---|---|---|
| max | lblSel | nextAddr[30] | 0.85 | 5 |
| min | nextPC[29] | nextAddr[29] | 2.92 | 4 |
Power figures rest on the tool's default switching activity, not on a simulated workload.
