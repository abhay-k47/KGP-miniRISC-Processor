### ./design.v
`timescale 1ns / 1ps
module register_file (
    input [4:0] rs,
    input [4:0] rt,
    input regWrite,
    input [4:0] writeReg,
    input [31:0] writeData,
    input clk,
    input rst,
    output reg [31:0] readData1,
    output reg [31:0] readData2
);
    reg signed [31:0] registerBank [31:0];
    integer i;
    always @(posedge clk or posedge rst) begin
        if (rst) begin
            registerBank[0] <= 32'd0;    
				registerBank[1] <= 32'd0;    
				registerBank[2] <= 32'd0;    
				registerBank[3] <= 32'd0;  
				registerBank[4] <= 32'd0;    
				registerBank[5] <= 32'd0;    
				registerBank[6] <= 32'd0;    
				registerBank[7] <= 32'd0;  
				registerBank[8] <= 32'd0;    
				registerBank[9] <= 32'd0;    
				registerBank[10] <= 32'd0;    
				registerBank[11] <= 32'd0;  
				registerBank[12] <= 32'd0;    
				registerBank[13] <= 32'd0;    
				registerBank[14] <= 32'd0;    
				registerBank[15] <= 32'd0;  
				registerBank[16] <= 32'd0;    
				registerBank[17] <= 32'd0;    
				registerBank[18] <= 32'd0;    
				registerBank[19] <= 32'd0;  
				registerBank[20] <= 32'd0;    
				registerBank[21] <= 32'd0;    
				registerBank[22] <= 32'd0;    
				registerBank[23] <= 32'd0;  
				registerBank[24] <= 32'd0;    
				registerBank[25] <= 32'd0;    
				registerBank[26] <= 32'd0;    
				registerBank[27] <= 32'd0;  
				registerBank[28] <= 32'd0;    
				registerBank[29] <= 32'd0;    
				registerBank[30] <= 32'd0;    
				registerBank[31] <= 32'd0;  
        end else if (regWrite) begin
            registerBank[writeReg] <= writeData;    
        end 
    end
    always @(*) begin
        readData1 = registerBank[rs];
        readData2 = registerBank[rt];
    end
endmodule
### ./run.sh
#!/bin/bash
# OpenROAD 26Q1-2900-gdf79404cd8, Yosys 0.63+post, stock flow scripts
make -C /OpenROAD-flow-scripts/flow DESIGN_CONFIG=/design/flow/config.mk WORK_HOME=/design/flow/orfs finish
### ./config.mk
export PLATFORM = sky130hd
export DESIGN_NAME = register_file
export DESIGN_NICKNAME = register_file
export VERILOG_FILES = /design/flow/design.v
export SDC_FILE = /design/flow/constraint.sdc
export NUM_CORES = 4
export LEC_CHECK = 1
export CORE_UTILIZATION = 30
### ./constraint.sdc
current_design register_file

set clk_period 8.4
set clk_io_pct 0.2

create_clock -name clk0 -period $clk_period [get_ports {clk}]

set non_clock_inputs [all_inputs -no_clocks]
set_input_delay [expr $clk_period * $clk_io_pct] -clock clk0 $non_clock_inputs
set_output_delay [expr $clk_period * $clk_io_pct] -clock clk0 [all_outputs]
==> qor.yml <==
status: "complete, no violations"
synthCells: 4352
startpoint_type: "primary input"
path_delay_family: "buffers and inverters"
power_frac_seq: 0.482
path_buffers: 5
cp.required_ps: 6720
dr_total_vias: 44500
path_clk_slew_ps: 60
rows: 150
ant_nets: 0
pre_cts_slack_ps: 842
post_cts_resized: 0
finalPower_mw: 14.2
top_cell: "mux2_2"
vias_per_cell: 6.61
clock.fmax_mhz: 129
avgSynthCellArea_sq_um: 11.7
die_area_sq_um: 172000
min_period_over_period: 0.924
hold_ws_ps: 529
cellLeakagePower_nw: 25.9
arrival_ps: 6080
hpwl_mm: 167
cts_tree: "yes"
crit_chain: "clkdlybuf4s50_1 > buf_4 > nand3b_1 > nor2_4 > buf_12 > a22o_1 > a2111oi_0 > buf_4 > a21oi_1 > clkdlybuf4s50_1"
synth_warnings: 2
criticalPathCategory: "primary input to output pin"
cts_buffers: 113
io_buffers: 113
routabilityCongestion: 1.04
cp-end-kind: "output pin"
switching_share: 0.286
layout_setup_ws_ps: 637
io_pins: 114
fin_crit_ps: 7760
syn_to_final_growth_pct: 17.5
reg_top3: "registerBank x1024"
regMostFlops: "registerBank"
dpl-instance-area_sq_um: 55900
die_y_microns: 414
slowest_stage: "clkdlybuf4s50_1"
grt_usage: 0.318
netlist_area_sq_um: 51000
edf_count: 0
clkPwrFrac: 0.378
p_comb_frac: 0.139
ir_drop_mv: 0.179
core_sq_um: 168000
grt_pass1_vias: 44000
worstMarginPinSlew_ps: 1110
worst_path_largest_cell_delay_ps: 990
grt_max_degree: 128
final_layout_size_suffix_gt1_frac: 0.352
cts-hold-fix-buffers: 0
fin_tns_setup_ps: 0
maxCapViolCount: 0
wirelength_mm: 269
synth-seq-cells: 1024
synth_cell_types: 57
clock-sinks: 1024
dr.pass1.iters: 7
cell_internal_pwr_mw: 10.1
area_leaders: "dfrtp_1 50%, mux2_2 23%, a22oi_1 12%"
cp_max_fo: 18
synth.largest_area_cell: "dfrtp_1"
tool_warnings: 39
ys_seq_frac: 0.502
clk_path_buf_depth: 3
fp_util: 0.304
hp-class: "register to register"
grt_pass1_wl_mm: 368
cts-root-buf: "clkbuf_16"
slew_viol_final: 0
worstHoldPathCells: 1
p_sw_mw: 4.07
path_depth: 10
finClkSkew_ps: 0
r2r_cells: 1
p_per_area_nw_per_um2: 237
rsz0062_at_grt: "no"
max-slew-margin-rel: 0.260
yosysChipArea_sq_um: 51000
setup_viol: 0
drt_iter0_drc: 5882
synthArstFlopShare: 1.00
wl_per_cell_microns: 40.0
largest_register_ff_count: 1024
antenna_found_initial: 15
netlist.area_leader.share: 0.502
post-route-drc-count: 0
post-route-cell-area_sq_um: 59900
flop_cell: "dfrtp_1"
grt.overflow.total: 0
htreeDepth: 3
cts_setup_buffers: 0
worst_skew_pair.late_latency_ps: 750
yosys_cells: 4352
die_w_microns: 414
hold_viol_final: 0
ys_top_cells_by_count: "1027 x mux2_2, 1024 x dfrtp_1, 827 x a22oi_1"
## layout by cell type, fill, tap and decap left out, drive strengths merged, types with 87 or more instances in the layout
cell type	Yosys	routed
mux2	1031	1031
nor2	167	167
clkdlybuf4s50	0	107
nand4	99	99
a22oi	827	827
buf	248	283
dfrtp	1024	1024
nand2	272	272
clkbuf	183	166
a21oi	87	87
## layout make-up
type | instances | area (sq um)
Inverter | 5 | 22.5
Timing Repair Buffer | 390 | 3520
Antenna cell | 7 | 17.5
Tap cell | 2204 | 2760
Clock buffer | 166 | 3340
Fill cell | 16000 | 108000
Clock inverter | 42 | 628
Sequential cell | 1024 | 25600
Multi-Input combinational cell | 2892 | 24000
## logic make-up (layout without fill, tap and decap cells)
family          count (synthesis)  in the layout  share of synthesized area
compound gates               1078           1078                      0.157
buf+inv                       436            603                     0.0389
flops                        1024           1024                      0.502
mux                          1040           1040                      0.229
other cells                     0              7                          0
simple gates                  774            774                     0.0725
## worst paths after layout
kind,slack (ps),start,end
worst max-delay path,640,rt[0],readData2[23]
worst min-delay path,530,registerBank[27][31],registerBank[27][31]
worst max register to register,7460,registerBank[19][29],registerBank[19][29]
worst min register to register,530,registerBank[27][31],registerBank[27][31]
max in group asynchronous,4820,rst,registerBank[10][22]
min in group asynchronous,1270,rst,registerBank[27][2]
## layer usage
metal	wire length, microns	part of all wire	vias up	GRT usage
li1	-	-	16800	-
met1	92400	0.34	22400	0.379
met2	110000	0.41	3874	0.432
met3	42500	0.16	1375	0.185
met4	24600	0.091	26	0.217
met5	392	0.0015	-	0.00945
## stage by stage
stage	std cells	util
4_1_cts	6723	0.357
6_report	6730	0.357
2_1_floorplan	4352	-
3_3_place_gp	6515	0.333
5_1_grt	6724	0.357
3_5_place_dp	6515	0.333
## power by group through the flow
| stage | logic, mW | clock network [mW] | registers [mW] |
|---|---|---|---|
| final | 1.98 | 5.38 | 6.85 |
| after CTS | 1.96 | 5.39 | 6.80 |
| after global routing | 2.11 | 5.58 | 6.94 |
Power is estimated from default activity; no workload was simulated.
